[./config.mk]
export PLATFORM = sky130hd
export DESIGN_NAME = wirte_ctrl
export DESIGN_NICKNAME = wirte_ctrl
export VERILOG_FILES = /design/flow/design.v
export SDC_FILE = /design/flow/constraint.sdc
export NUM_CORES = 4
export LEC_CHECK = 1
export CORE_AREA = 10 10 70 70
export DIE_AREA = 0 0 80 80
[./constraint.sdc]
current_design wirte_ctrl

set clk_period 1.9
set clk_io_pct 0.2

create_clock -name clk0 -period $clk_period [get_ports {wclk}]

set non_clock_inputs [all_inputs -no_clocks]
set_input_delay [expr $clk_period * $clk_io_pct] -clock clk0 $non_clock_inputs
set_output_delay [expr $clk_period * $clk_io_pct] -clock clk0 [all_outputs]
[./design.v]
module wirte_ctrl(
    input wire       wclk, 
    input wire       wrst,
    input wire       wen,  
    input wire [2:0] rptr_gray_sync,  
    output wire [2:0] waddr,  
    output wire [2:0] wptr_gray,  
    output wire       wfull  
);
    reg [3:0] wptr_bin; 
    reg [3:0] wptr_gray_full;
    always @(posedge wclk or posedge wrst) begin
        if (wrst)
            wptr_bin <= 4'b0000;
        else if (wen && ~wfull)
            wptr_bin <= wptr_bin + 1;
    end
    assign waddr = wptr_bin[2:0];
    always @(posedge wclk or posedge wrst) begin
        if (wrst)
            wptr_gray_full <= 4'b0000;
        else
            wptr_gray_full <= wptr_bin ^ (wptr_bin >> 1);
    end
    assign wptr_gray = wptr_gray_full[2:0];
    assign wfull = (wptr_gray_full == {~rptr_gray_sync[2], rptr_gray_sync[1:0]});
endmodule
[./run.sh]
#!/bin/bash
# OpenROAD 26Q1-2900-gdf79404cd8, Yosys 0.63+post, stock flow scripts
make -C /OpenROAD-flow-scripts/flow DESIGN_CONFIG=/design/flow/config.mk WORK_HOME=/design/flow/orfs finish
==> run notes <==
Results of an implementation run.

The total chip power is 1.00 mW. In this run the register-to-register setup slack is 0.28 ns. The number of global-route vias before repair is 347. Synthesis produced 38 cells. The worst hold-check path type is in -> async. The final standard cell count with taps included and fillers excluded is 102. In this run the number of H-tree levels came out at 1. The flow ran to the end, and the final reports show no timing, DRC or antenna violations. Recorded from the global router log, the overflow total was 0. The average instance area after synthesis is 12.1 µm². TritonCTS built the clock tree. The clock-pin slew of the registers on the worst-case setup and hold paths is 0.05 ns. Hold timing on the final database bottoms out at a slack of 0.376 ns. For this run, the final setup violation count is recorded as 0.

The count of nets left with antenna violations once routing finished came out at 0. The worst setup path is launched from an input port. Cell internal power was estimated by the tool at 668 µW. The count of unique library cells instantiated by Yosys is 16. In the final layout, the fill cell count is 384.

The max-cap check violation count is 0. For this run, the detailed router reports a per-instance via density of 3.19. The fraction of power consumed by sequential logic is 37.9%. The post-route DRC violation count is 0. The floorplan has 21 rows. Including well taps, the total number of placed cells is 95. The number of warning messages in the logs is 25. The clock latency at the later pin of the worst-skew pair is 0.24 ns. The data arrival time of the worst path is 1.91 ns. For this design the ratio of total power to cell area is 1440 mW/mm². The total count of max-transition violations in the final report is 0. In this run, CTS created clock tree buffers numbering 3. The CTS root buffer is sky130_fd_sc_hd__clkbuf_4.

The largest net degree at the start of global routing is 9. At the pin with the least slew margin, the transition time is 0.336 ns. The die height is 80 µm. The combinational share of power is 49.9%. The final routed wire length divided by cell count is 9.87 µm. Of all nets on the critical path, the largest fanout is 2. The minimum clock period after layout is 1.76 ns. The number of diodes added for antenna fixing is 0. The count of yosys warnings during synthesis is 1. The core footprint is 0.00342 mm². The number of DRC markers in iteration 0 is 5.

Of the post-synthesis cell area, the dominant cell type holds 43.4%. The buffer depth of the longest clock path is 2. Yosys attributes the largest share of cell area to sky130_fd_sc_hd__dfrtp_1 (43%), sky130_fd_sc_hd__buf_4 (9.8%), sky130_fd_sc_hd__o41ai_4 (6.0%), sky130_fd_sc_hd__xnor2_1 (5.7%), sky130_fd_sc_hd__ha_1 (5.4%).

The synthesized netlist was found by Yosys to have 38 cells. The power report shows net switching accounting for 33.4% of the total. In the finished design, the share of the clock period the worst path needs comes to 92.5%. In the final layout, the share of cells above drive strength 1 is 33.9%. The capturing element type of the critical path is a flip-flop. The final weighted congestion in routability-driven placement is 0.757. The vias after detailed routing is 325.

For reference, the most critical setup path is categorized as in -> reg. The synthesized netlist has a Yosys-reported chip area of 462 µm². Setup repair after global routing left no endpoint under its margin. Per the power-grid run, VDD falls by no more than 342 µV. The cell count of the worst reg-to-reg path is 8.

The number of flip-flops and latches in the synthesized netlist is 8. TritonCTS reports the number of clock sinks as 8. The critical path endpoint has a required time of 2.05 ns. The initial antenna violation count is 0. Measured against its own limit, the worst slew margin works out to 77.5%. Per Yosys stat, the portion of area used by sequential elements is 43.4%. Global routing used 3.26% of the available tracks across all layers. The first global-routing pass estimated 1680 µm of wire. The die is 80 µm wide. The placed wire-length estimate is 819 µm. After detailed routing, the total wire length is 1010 µm.

The clock network fraction of design power is 12.2%. The total net switching power is 335 µW. The tally of buffers added on design ports is 12. Summed over all instances, the cell type with the most area after synthesis is sky130_fd_sc_hd__dfrtp_1. For this design the top-level I/O count stands at 13. The floorplan utilization is 13.5%. The share of the core filled with cells in the final layout is 20.4%. From synthesis to final layout, the design area changed by 50.7%.

The number of detailed-routing iterations run before antenna repair is 3. In this run the full chip footprint comes out at 0.00640 mm². Clock skew on the completed layout was measured at 0.00330 ns.

The leakage power total is 0.300 nW. The peak clock frequency supported by timing is 569 MHz. The post-synthesis instance area is 462 µm².

The number of hold violations in the final report is 0.
[worst max-delay path: stages]
cell and delay (ns):
sky130_fd_sc_hd__clkdlybuf4s50_1 0.51, sky130_fd_sc_hd__xor2_2 0.19, sky130_fd_sc_hd__nor4_2 0.06, sky130_fd_sc_hd__buf_4 0.14, sky130_fd_sc_hd__buf_4 0.12, sky130_fd_sc_hd__buf_4 0.12, sky130_fd_sc_hd__buf_4 0.12, sky130_fd_sc_hd__buf_4 0.12
sky130_fd_sc_hd__o221ai_1 0.15
[registers in the layout, indices dropped and copies added (netlist names)]
register / cells
wptr_gray_full: 4
wptr_bin: 4
[cell usage after synthesis]
cell type	n
sky130_fd_sc_hd__o221ai_1	2
sky130_fd_sc_hd__inv_1	3
sky130_fd_sc_hd__dfrtp_1	8
sky130_fd_sc_hd__o41ai_4	1
sky130_fd_sc_hd__ha_1	2
sky130_fd_sc_hd__nand2_1	1
sky130_fd_sc_hd__or3_1	2
sky130_fd_sc_hd__mux2_4	1
sky130_fd_sc_hd__nor4_2	1
sky130_fd_sc_hd__xor2_1	2
sky130_fd_sc_hd__xnor2_1	3
sky130_fd_sc_hd__o21ai_0	2
sky130_fd_sc_hd__or2_1	1
sky130_fd_sc_hd__xor2_2	1
sky130_fd_sc_hd__nand3b_1	2
sky130_fd_sc_hd__buf_4	6
[power by group through the flow]
stage                 clock network [mW]  registers, mW  logic [mW]
final                              0.122          0.381       0.500
after global routing               0.136          0.398       0.558
after CTS                          0.128          0.379       0.506
[placed cells by master (no fill, tap or decap), drive strengths merged]
cell           n
dlymetal6s2s   1
inv            3
o41ai          1
clkdlybuf4s50  9
buf            9
nor4           1
nand3b         2
xor2           3
o21ai          2
or2            1
clkbuf         4
xnor2          3
mux2           1
nand2          1
o221ai         2
dlygate4sd2    1
dfrtp          8
ha             2
or3            2
[routing by layer]
layer / routed length, µm / track usage (%)
met4: 8 / 0.704
met2: 509 / 5.54
met5: 0 / 0
met3: 82 / 1.59
met1: 406 / 3.59
[cell type report]
cell class	instances	area (µm²)	area share, %
Multi-Input combinational cell	21	220	31.7
Inverter	3	11.3	1.62
Tap cell	46	57.6	8.27
Clock buffer	3	22.5	3.24
Timing Repair Buffer	21	184	26.4
Sequential cell	8	200	28.8
[worst paths after layout]
check                                       start           endpoint
worst min-delay path                         wrst        wptr_bin[0]
worst min register to register        wptr_bin[3]  wptr_gray_full[3]
worst max-delay path            rptr_gray_sync[0]        wptr_bin[2]
max in group asynchronous                    wrst  wptr_gray_full[2]
worst max register to register  wptr_gray_full[2]        wptr_bin[2]
min in group clk0                     wptr_bin[3]  wptr_gray_full[3]
[timing repair]
item / CTS / global route
hold buffers: 0 / 0
buffers inserted: 3 / 1
endpoints found under the setup margin: 1 / 1
pin swaps: 2 / 2
gates resized: 3 / 4
hold endpoints to repair: 0 / 0
[cells by family after synthesis]
| kind of cell | share of synthesized area (%) |
|---|---|
| buf+inv | 12.2 |
| fa+ha+maj | 5.42 |
| compound gates | 11.9 |
| simple gates | 10.8 |
| flops | 43.4 |
| mux | 3.25 |
| xor+xnor | 13.0 |
[stage by stage]
step	TNS, ns	worst slack (ns)	area (µm²)
floorplan	0	0.517	462
global placement	-0.426	-0.315	632
detailed placement	-0.457	-0.343	632
CTS	0	0.00407	682
global route	0	0.0465	696
finish	0	0.142	696
Power and IR drop assume default switching activity.
