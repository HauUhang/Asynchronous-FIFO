### flow/design.v
module dual_port_ram (
    input  wire       wclk,
    input  wire       wen,
    input  wire [2:0] waddr,
    input  wire [2:0] wdata,
    input  wire       rclk,
    input  wire       ren,
    input  wire [2:0] raddr,
    output reg  [2:0] rdata
);
    reg [2:0] mem [7:0];
    always @(posedge wclk) begin
        if(wen)  
            mem[waddr] <= wdata;
    end
    always @(posedge rclk) begin
        if(ren) 
            rdata <= mem[raddr];  
    end
endmodule
### flow/run.sh
#!/bin/bash
# OpenROAD 26Q1-2900-gdf79404cd8, Yosys 0.63+post, stock flow scripts
make -C /OpenROAD-flow-scripts/flow DESIGN_CONFIG=/design/flow/config.mk WORK_HOME=/design/flow/orfs finish
### flow/config.mk
export PLATFORM = sky130hd
export DESIGN_NAME = dual_port_ram
export DESIGN_NICKNAME = dual_port_ram
export VERILOG_FILES = /design/flow/design.v
export SDC_FILE = /design/flow/constraint.sdc
export NUM_CORES = 4
export LEC_CHECK = 1
export CORE_AREA = 10 10 112 112
export DIE_AREA = 0 0 122 122
### flow/constraint.sdc
current_design dual_port_ram

set clk_period 1.6
set clk_io_pct 0.2

create_clock -name clk0 -period $clk_period [get_ports {rclk}]
create_clock -name clk1 -period $clk_period [get_ports {wclk}]

set non_clock_inputs [all_inputs -no_clocks]
set_input_delay [expr $clk_period * $clk_io_pct] -clock clk0 $non_clock_inputs
set_output_delay [expr $clk_period * $clk_io_pct] -clock clk0 [all_outputs]
==> qor.txt <==
outcome -> finished clean
CP Class -> primary input to flop
vias -> 517
fin cells -> 209
final non-filler cell area -> 1460 sq um
die width -> 122 um
maximum VDD drop -> 363 uV
iteration tally of the first detailed-router pass -> 3
Avg Vias per Cell -> 2.47
Worst path slowest cell -> mux4_2
delay of the slowest cell on the worst path -> 0.50 ns
Synth cell types -> 8
Top-Level Pins -> 16
main logic family after synthesis -> multiplexers
core area -> 10200 sq um
RSZ-0062 raised after global routing -> false
cells in synth_stat.txt -> 50
Antenna Violating Nets Remaining -> 0
port bufs -> 14
critical path arrival -> 1.45 ns
P&R area growth vs syn -> 36.4%
PnR worst setup slack -> 0.109 ns
Seq share, synth -> 0.756
final hold violations -> 0
Worst setup EP type -> flop
hpwl dp -> 1600 um
cell type with the largest total area -> edfxtp_1
dpl cell area -> 1390 sq um
clk sinks -> 27
maxcap violations -> 0
CTS tree -> built
synth warn -> 1
most common logic cells in the final layout -> 27 x edfxtp_1, 12 x clkdlybuf4s50_1, 6 x mux4_2, 6 x nor2_1, 6 x clkbuf_8
Power Density -> 1000 nW/um^2
share of layout cells above drive strength 1 -> 0.247
Leakage -> 0.442 nW
Final Slew Violations -> 0
top cells, area -> edfxtp_1 76%, mux4_1 15%, mux2_2 3.2%, nor2_1 2.1%, nand2b_1 1.8%
CTS Hold Bufs -> 0
final setup TNS -> 0 ns
vias in the first global route -> 573
CP Max Fanout -> 6
Clk pin slew, worst setup/hold paths -> 0.03 ns
post-synthesis cell area -> 1070 sq um
Final GP Congestion -> 0.746
Detailed Route Iter0 Violations -> 28
Worst Path Required -> 1.56 ns
Synth Area in Simple Gates -> 0.0548
critical path cell sequence -> dlygate4sd2_1 -> buf_6 -> mux4_2 -> mux2_2
tool warnings -> 26
DRC errors left -> 0
#FFs+latches synth -> 27
yosys stat area -> 1070 sq um
post-CTS setup buffer count -> 0
AO/OA Area Share -> 0
DIE HEIGHT -> 122 um
core utilization before placement -> 0.105
gr ovfl total -> 0
Top cell area share -> 0.756
largest net degree at the start of global routing -> 13
Worst setup SP type -> primary input
Synth Instances -> 50
initial antenna violation count -> 0
average wire per cell in the routed design -> 10.0 um
Adder Area Share -> 0
Cells after DPL -> 202
WHS -> 0.772 ns
Power Total -> 1.47 mW
pre-CTS setup slack -> -0.437 ns
Tot GR Track Use -> 0.0281
first-pass GRT wire length -> 3220 um
Mux area share -> 0.179
Mapped Avg Cell Area -> 21.4 sq um
ANT cells -> 0
Die ar. -> 14900 sq um
final core utilization -> 0.143
Commonest Layout Cell -> edfxtp_1
worst rel slew slack -> 0.784
final setup vio count -> 0
WL final -> 2090 um
XOR-XNOR Cells, Area Fraction -> 0
Rows -> 37
Worst-Margin Slew -> 0.323 ns
Min-Delay Path Class -> primary input to flop
## synthesized netlist by cell type
master,number
nor3_1,2
mux4_1,6
mux2_2,3
nand2b_1,3
nand2_1,2
nor2_1,6
edfxtp_1,27
buf_6,1
## critical path, delay by kind of cell
family                 cells  cell delay (ns)
multiplexers               2             0.77
buffers and inverters      2             0.35
## what timing repair did
action / CTS / global route
endpoints found under the hold margin: 0 / 0
resized: 10 / 0
setup endpoints to repair: 3 / 0
## registers in the layout, indices dropped and copies added (netlist names)
register / count
rdata: 3
mem: 24
## cell type report
type                       instances  area, sq um
clock buffer                       7         86.3
fill                            1117         8770
multi-input combinational         22          231
sequential                        27          811
tap                              136          170
timing repair buffer              17          164
## final timing paths
| check | start | endpoint | slack [ns] | depth (start not counted) |
|---|---|---|---|---|
| worst max-delay path | raddr[0] | rdata[2] | 0.11 | 4 |
| max in group clk1 | waddr[0] | mem[6][0] | 0.26 | 3 |
| worst min-delay path | ren | rdata[0] | 0.77 | 1 |
| worst max register to register | mem[3][2] | rdata[2] | 0.16 | 2 |
| min in group clk1 | wdata[0] | mem[3][0] | 0.83 | 1 |
| worst min register to register | mem[7][0] | rdata[0] | 0.81 | 2 |
## kinds of logic (layout without fill, tap and decap cells)
| logic type | Yosys count | after routing |
|---|---|---|
| and+or+nand+nor | 13 | 13 |
| buffers and inverters | 1 | 24 |
| muxes | 9 | 9 |
| DFF | 27 | 27 |
## routing by layer
layer,vias to the layer above,wire length (um),global-route usage
met2,16,855,0.0380
li1,246,-,-
met4,0,47,0.00969
met5,-,0,0
met1,253,935,0.0375
met3,2,251,0.0150
## report_power, final
| part | switching [mW] | internal, mW | total, mW |
|---|---|---|---|
| logic | 0.0407 | 0.0661 | 0.107 |
| clock network | 0.208 | 0.337 | 0.546 |
| registers | 0.00713 | 0.808 | 0.815 |
| total | 0.256 | 1.21 | 1.47 |
Power figures rest on the tool's default switching activity, not on a simulated workload.
